`flow/config.mk`:
```
export PLATFORM = sky130hd
export DESIGN_NAME = FPGA
export DESIGN_NICKNAME = FPGA
export VERILOG_FILES = /design/flow/design.v
export SDC_FILE = /design/flow/constraint.sdc
export NUM_CORES = 4
export LEC_CHECK = 1
export CORE_AREA = 10 10 70 70
export DIE_AREA = 0 0 80 80
```
`flow/constraint.sdc`:
```
current_design FPGA

set clk_period 2.2
set clk_io_pct 0.2

create_clock -name clk0 -period $clk_period [get_ports {clk}]

set non_clock_inputs [all_inputs -no_clocks]
set_input_delay [expr $clk_period * $clk_io_pct] -clock clk0 $non_clock_inputs
set_output_delay [expr $clk_period * $clk_io_pct] -clock clk0 [all_outputs]
```
`flow/design.v`:
```
module FPGA(clk,rst,CLB1,CLB2,CLB3,CLB4,Sel_CLB,Sel_dat,Out);
input clk,rst,Sel_dat;
input [1:0]CLB1;
input [1:0]CLB2;
input [1:0]CLB3;
input [1:0]CLB4;
input [1:0]Sel_CLB;
output Out;
wire wr_clb1,wr_clb2,wr_clb3,wr_clb4;
wire [3:0]wr_connect;
assign wr_connect[0]=wr_clb1;
assign wr_connect[1]=wr_clb2;
assign wr_connect[2]=wr_clb3;
assign wr_connect[3]=wr_clb4;
CLB_1 fpga1(.LUT(CLB1),.clk(clk),.rst(rst),.sel1(Sel_dat),.OUT_PUT(wr_clb1));
CLB_2 fpga2(.LUT(CLB2),.clk(clk),.rst(rst),.sel1(Sel_dat),.OUT_PUT(wr_clb2));
CLB_3 fpga3(.LUT(CLB3),.clk(clk),.rst(rst),.sel1(Sel_dat),.OUT_PUT(wr_clb3));
CLB_4 fpga4(.LUT(CLB4),.clk(clk),.rst(rst),.sel1(Sel_dat),.OUT_PUT(wr_clb4));
switch fpga_sw(.in(wr_connect),.sel_clb(Sel_CLB),.out(Out));
endmodule
module CLB_1(LUT,clk,rst,sel1,OUT_PUT);
input [1:0]LUT;
input clk,rst,sel1;
output OUT_PUT;
wire wr_LUT,wr_dff;
LUTS CLB11(.LUT(LUT),.OUT(wr_LUT));
Dflip CLB12(.D(wr_LUT),.clk(clk),.Q(wr_dff));
mux CLB13(.S1(wr_LUT),.S2(wr_dff),.sel(sel1),.OUT_mux(OUT_PUT));
endmodule
module CLB_2(LUT,clk,rst,sel1,OUT_PUT);
input [1:0]LUT;
input clk,rst,sel1;
output OUT_PUT;
wire wr_LUT,wr_dff;
LUTS CLB11(.LUT(LUT),.OUT(wr_LUT));
Dflip CLB12(.D(wr_LUT),.clk(clk),.Q(wr_dff));
mux CLB13(.S1(wr_LUT),.S2(wr_dff),.sel(sel1),.OUT_mux(OUT_PUT));
endmodule
module CLB_3(LUT,clk,rst,sel1,OUT_PUT);
input [1:0]LUT;
input clk,rst,sel1;
output OUT_PUT;
wire wr_LUT,wr_dff;
LUTS CLB11(.LUT(LUT),.OUT(wr_LUT));
Dflip CLB12(.D(wr_LUT),.clk(clk),.Q(wr_dff));
mux CLB13(.S1(wr_LUT),.S2(wr_dff),.sel(sel1),.OUT_mux(OUT_PUT));
endmodule
module CLB_4(LUT,clk,rst,sel1,OUT_PUT);
input [1:0]LUT;
input clk,rst,sel1;
output OUT_PUT;
wire wr_LUT,wr_dff;
LUTS CLB11(.LUT(LUT),.OUT(wr_LUT));
Dflip CLB12(.D(wr_LUT),.clk(clk),.Q(wr_dff));
mux CLB13(.S1(wr_LUT),.S2(wr_dff),.sel(sel1),.OUT_mux(OUT_PUT));
endmodule
module LUTS(LUT,OUT);
input[1:0]LUT;
output reg OUT;
always @(LUT) begin
if(LUT==2'b01 || LUT == 2'b10)begin
OUT=1'b1;
end
else begin
OUT=1'b0;
end
end
endmodule
module Dflip(D,clk,Q);
input D,clk;
output reg Q;
always@(posedge clk)begin
Q=D;
end
endmodule
module mux(S1,S2,sel,OUT_mux);
input S1,S2,sel;
output OUT_mux;
wire and1,and2,sel_not;
assign sel_not=~sel;
assign and1= sel_not & S1;
assign and2= sel & S2;
assign OUT_mux=and1 | and2;
endmodule
module switch(in,sel_clb,out);
input [3:0]in;
input [1:0]sel_clb;
output out;
wire sel_wrnot1,sel_wrnot2,and1,and2,and3,and4;
assign sel_wrnot1=~sel_clb[0],sel_wrnot2=~sel_clb[1];
assign and1= sel_wrnot2 & sel_wrnot1 & in[0];
assign and2= sel_wrnot2 & sel_clb[0] & in[1];
assign and3=sel_clb[1] & sel_wrnot1 & in[2];
assign and4=sel_clb[1] & sel_clb[0] & in[3];
assign out = and1 | and2| and3| and4;
endmodule
```
`flow/run.sh`:
```
#!/bin/bash
# OpenROAD 26Q1-2900-gdf79404cd8, Yosys 0.63+post, stock flow scripts
make -C /OpenROAD-flow-scripts/flow DESIGN_CONFIG=/design/flow/config.mk WORK_HOME=/design/flow/orfs finish
```
==> GITHUB_STEP_SUMMARY <==
### Flow metrics

| Metric | Value |
|---|---|
| Initial antenna violation count | 0 |
| Initial DRC count | 0 |
| Async set or reset register ratio after synthesis | 0 |
| Vias in the first global route | 178 |
| Log Warnings | 26 |
| Clock transition at path regs | 0.04 ns |
| PwrDens | 580 nW/µm² |
| Fraction of layout cells with a size suffix above 1 | 0.321 |
| Actual slew at the worst max-slew pin | 0.174 ns |
| WL/cell | 7.45 µm |
| WL final | 551 µm |
| Area delta synth->final | 118% |
| Layout Cells excl Fill | 74 |
| Top area cell types | dfxtp_1, mux4_2, xor2_1 |
| Via Count | 152 |
| IR Drop Worst-Case VDD | 0.202 mV |
| Sequential area share after synthesis | 0.467 |
| Crit-path slowest cell | mux4_2 |
| Final setup viols | 0 |
| Crit end category | output port |
| H-tree depth | 1 |
| Count of input and output buffers | 12 |
| Post-CTS Hold Fix Bufs | 0 |
| Post-Syn Area | 171 µm² |
| Summed standard-cell area reported by yosys | 171 µm² |
| Post-layout period usage | 0.976 |
| Global route overflow | 0 |
| Mapped Cells | 11 |
| Fillers | 415 |
| Ys Warns | 2 |
| Dpl ws | -0.439 ns |
| Maximum clock frequency | 466 MHz |
| Ys cells | 11 |
| Clk buf depth | 2 |
| Final count of pins violating max slew | 0 |
| Fin util | 0.109 |
| Post-CTS sizing | 14 |
| Core area | 3420 µm² |
| Fp_density | 0.0502 |
| Fin. Hold Viols | 0 |
| CP max FO | 2 |
| Synth cell count leaders | dfxtp_1, xor2_1, mux4_2 |
| Yosys reg bits | 4 |
| Crit path time final | 2.15 ns |
| Clock sink total | 4 |
| Hold Worst Slack | 0.539 ns |
| WS Path Type | input pin to output port |
| Final instance area | 373 µm² |
| Yosys top cell by area | dfxtp_1 |
| Largest stage delay on the critical path | 0.47 ns |
| Clock Root Buffer | clkbuf_4 |
| Critical path data arrival time | 1.71 ns |
| Leak | 0.000156 µW |
| Syn_area_per_cell | 15.6 µm² |
| Ports | 14 |
| Req. time, crit path | 1.76 ns |
| Main flop type | dfxtp_1 |
| DRT Pass-1 Iters | 1 |
| Slew headroom | 0.883 |
| TritonCTS Buffers | 3 |
| Antenna diodes | 0 |
| Gr usage total | 0.0176 |
| Max-Cap Viols | 0 |
| Core Rows | 21 |
| DRC viols | 0 |
| Final WS setup | 0.0525 ns |
| Largest net degree at the start of global routing | 3 |
| Cell Chain, Critical Path | dlygate4sd2_1, xor2_1, mux4_2, mux2_4, buf_2 |
| Drt via density | 2.05 |
| DIE AREA | 6400 µm² |
| Global-route wire length before repair | 814 µm |
| CTS tree | done |
| Outcome | completed |
| Post-synth tally of flip-flops with integrated enable | 0 |
| Top-area cell share | 0.467 |
| Dpl cells | 71 |
| RSZ-0062 raised after global routing | false |
| Placement Cell Area | 364 µm² |
| Die width | 80 µm |
| HPWL Detailed | 490 µm |
| Die H | 80 µm |
| Hold Crit Class | input pin to flop |
| Final GP Congestion | 0.671 |
| Remaining antenna violation count | 0 |
| Setup repair bufs after CTS | 0 |
| Cell Type Count | 4 |
| Critical Path Source Type | input pin |
-- stage by stage --
step / total power [µW] / TNS (ns)
6_report: 216 / 0
3_3_place_gp: 134 / -0.436
2_1_floorplan: 99.9 / 0
4_1_cts: 223 / 0
5_1_grt: 233 / 0
3_5_place_dp: 135 / -0.439
-- layout by cell type, fill, tap and decap left out, drive strengths merged --
cell            n
clkbuf          3
dfxtp           4
mux4            2
clkdlybuf4s50   1
mux2            1
dlygate4sd2    10
xor2            4
buf             3
-- path summary, 6_finish.rpt --
path | startpoint | cells past startpoint | end | slack, ns
worst max-delay path | CLB4[1] | 5 | Out | 0.05
worst min-delay path | CLB4[0] | 2 | fpga4.CLB12.Q | 0.54
-- registers in the layout, indices dropped and copies added, names as in the netlist --
signal / cells
fpga4.CLB12.Q: 1
fpga2.CLB12.Q: 1
fpga1.CLB12.Q: 1
fpga3.CLB12.Q: 1
-- worst max-delay path, delay by kind of cell --
kind,cells,cell delay (ns)
xor gates and xnor gates,1,0.16
buffers and inverters,2,0.36
muxes,2,0.74
-- cell families (layout without fill, tap and decap cells) --
kind of cell / Yosys count / count (layout) / synth area share
xor+xnor: 4 / 4 / 0.204
flops: 4 / 4 / 0.467
buf+inv: 0 / 17 / 0
mux: 3 / 3 / 0.328
-- report_power, final --
| part | internal, µW | switching [µW] | total (µW) | leakage (µW) |
|---|---|---|---|---|
| Clock | 61.0 | 29.4 | 90.3 | 0.0000138 |
| Combinational | 30.5 | 12.8 | 43.4 | 0.000108 |
| Sequential | 80.7 | 1.79 | 82.5 | 0.0000338 |
| Total | 172 | 44.0 | 216 | 0.000156 |
-- layer usage --
metal  share of wire  vias to the layer above  global-route usage  wire length (µm)
met5               0                        -                   0                 0
met4               0                        0             0.00176                 0
met3            0.15                        0              0.0193                81
met2            0.18                       15              0.0112               101
met1            0.67                       63              0.0293               369
li1                -                       74                   -                 -
-- cell type report --
cell class,count,area [µm²],share of cell area
Multi-Input combinational cell,7,95.1,0.255
Sequential cell,4,80.1,0.215
Timing Repair Buffer,14,118,0.315
Clock buffer,3,22.5,0.0604
Tap cell,46,57.6,0.154
Power and IR drop assume default switching activity.
